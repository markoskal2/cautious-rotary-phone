File: flow/design.v
module PC (instr, reset, clk, Branch, zero, pc);
input reset, clk;
input [31:0] instr;
input Branch, zero;
output reg [31:0] pc;
wire [31:0] new_pc;
wire [31:0] pcInc, sign_ext, add;
assign sel = Branch & zero;
assign pcInc = pc + 4;
assign sign_ext = {{16{instr[15]}}, instr[15:0]};
assign sign_ext = sign_ext << 2;
assign add = pcInc + sign_ext;
assign new_pc = sel ? add : pcInc;
always@(negedge clk)
	begin
		pc <= new_pc;
	end
endmodule
File: flow/run.sh
#!/bin/bash
# OpenROAD 26Q1-2900-gdf79404cd8, Yosys 0.63+post, stock flow scripts
make -C /OpenROAD-flow-scripts/flow DESIGN_CONFIG=/design/flow/config.mk WORK_HOME=/design/flow/orfs finish
File: flow/config.mk
export PLATFORM = sky130hd
export DESIGN_NAME = PC
export DESIGN_NICKNAME = PC
export VERILOG_FILES = /design/flow/design.v
export SDC_FILE = /design/flow/constraint.sdc
export NUM_CORES = 4
export LEC_CHECK = 1
export CORE_UTILIZATION = 30
File: flow/constraint.sdc
current_design PC

set clk_period 6.5
set clk_io_pct 0.2

create_clock -name clk0 -period $clk_period [get_ports {clk}]

set non_clock_inputs [all_inputs -no_clocks]
set_input_delay [expr $clk_period * $clk_io_pct] -clock clk0 $non_clock_inputs
set_output_delay [expr $clk_period * $clk_io_pct] -clock clk0 [all_outputs]
==> out/results.txt <==
YS chip area = 1310 um^2
Area leader share = 0.459
Yosys adder share = 0.00956
Synth area leaders = dfxtp_1, xnor2_1, buf_4
Main flop type after synthesis = dfxtp_1
Run status = aborted with a tool error
Leading cell types by count after synthesis = dfxtp_1, xnor2_1, buf_4, nand2_1, nand3_1
Post-synthesis simple-gate area fraction = 0.229
Sequential element share of the synthesized area = 0.459
Err = ERROR: Found 16 problems in 'check -assert'.
Yosys top cell by instances = dfxtp_1
Halt point of the flow = 1_2_yosys
Area leader, netlist = dfxtp_1
Cell Type Count = 20
Mux cell area share = 0
Synth warnings = 2
Synth flops = 30
Yosys Instances = 131
AO/OA Area Share = 0
Fraction of registers with async set/reset = 0
Top logic family = simple AND/OR/NAND/NOR gates
Post-synth EDFFs = 0
Xor/xnor share = 0.187
## logic make-up after synthesis
family	Yosys count
AND/OR/NAND/NOR	50
flip-flops	30
XOR/XNOR	28
buffers and inverters	21
adder cells (fa/ha/maj)	1
other	1
